==> ./design.v <==
module fsm_101x(input clk, reset, in, output reg out);
parameter A = 3'b000, B = 3'b001, C = 3'b010, D = 3'b011,E=3'b100;
reg [2:0] cur_state, next_state;
always @(posedge clk or posedge reset) begin
    if (reset)
        cur_state <= A;
    else
        cur_state <= next_state;
end
always @(cur_state, in) begin
    case (cur_state)
        A: begin
            out = 0;
            next_state = in ? B : A;
        end
        B: begin
            out = 0;
            next_state = in ? B : C;
        end
        C: begin
            out = 0;
            next_state = in ? D : A;
        end
        D: begin
            out =  1; 
            next_state = E;
        end
         E: begin
            out =  1; 
            next_state = in? B : A;
        end
        default: begin
            out = 0;
            next_state = A;
        end
    endcase
end
endmodule
==> ./run.sh <==
#!/bin/bash
# OpenROAD 26Q1-2900-gdf79404cd8, Yosys 0.63+post, stock flow scripts
make -C /OpenROAD-flow-scripts/flow DESIGN_CONFIG=/design/flow/config.mk WORK_HOME=/design/flow/orfs finish
==> ./config.mk <==
export PLATFORM = sky130hd
export DESIGN_NAME = fsm_101x
export DESIGN_NICKNAME = fsm_101x
export VERILOG_FILES = /design/flow/design.v
export SDC_FILE = /design/flow/constraint.sdc
export NUM_CORES = 4
export LEC_CHECK = 1
export CORE_AREA = 10 10 70 70
export DIE_AREA = 0 0 80 80
==> ./constraint.sdc <==
current_design fsm_101x

set clk_period 1.0
set clk_io_pct 0.2

create_clock -name clk0 -period $clk_period [get_ports {clk}]

set non_clock_inputs [all_inputs -no_clocks]
set_input_delay [expr $clk_period * $clk_io_pct] -clock clk0 $non_clock_inputs
set_output_delay [expr $clk_period * $clk_io_pct] -clock clk0 [all_outputs]
==> Flow_metrics.wiki <==
== Run summary ==
{| class="wikitable"
! Metric !! Value
|-
| TritonCTS clock tree || built
|-
| Violations in the final reports || setup timing
|-
| Clock Pin Slew Worst Setup and Hold Paths || roughly 40 ps
|-
| Pre-antenna DRT Iters || 2
|-
| Post-Route Skew || between 3 and 4 ps
|-
| Transition at the pin with the smallest max-transition slack || ~190 ps
|-
| Total number of clock tree sinks || 5
|-
| Warnings, synthesis || 1
|-
| Smallest hold slack || 164 ps
|-
| Residual DRC count || 0
|-
| Static Leakage || 0.126 nW
|-
| Cell accounting for the most synthesized area || sky130_fd_sc_hd__dfrtp_1
|-
| Reg2Reg Setup Slack || 30 ps
|-
| Worst min path class || input pin to async pin
|-
| Via density || 1.76
|-
| Die H || 80 um
|-
| Combined area of all synthesized cells || 166 sq um
|-
| Final design utilization || 0.0850
|-
| Number of H-tree levels || 1
|-
| Crit Reg-Reg Endpoint || cur_state[3]
|-
| Master cell of the clock root buffer || sky130_fd_sc_hd__clkbuf_4
|-
| Core Footprint || 3420 sq um
|-
| Slack of the critical path || -148 ps
|-
| Floorplan die width || approximately 80 um
|-
| Synthesized area per cell || 13.9 sq um
|-
| Unrepaired setup endpoints after global routing || yes
|-
| Yosys top cell area share || 0.602
|-
| Pwr Total || 0.496 mW
|-
| Max FFs per register || 5
|-
| Number of cell instances after yosys synthesis || 12
|-
| Dpl ws || -202 ps
|-
| Number of diodes added for antenna fixing || 0
|-
| Critical Path Fanout Max || 2
|-
| Remaining antenna violation count || 0
|-
| Number of CTS-inserted buffers || 3
|-
| Cell count of the worst reg-to-reg path || 3
|-
| Area enclosed by the die boundary || 6400 sq um
|-
| Number of standard cells in the final layout excluding fillers || 67
|-
| Launch instance of the worst register-to-register path || cur_state[1]
|-
| Number of buffer cells added on primary ports || 3
|-
| Global Route Usage Sum || 0.0125
|-
| Achievable frequency || 0.871 GHz
|-
| Final setup violating endpoints || 1
|-
| Number of standard-cell rows in the floorplan || 21
|-
| Iteration-0 DRC Markers || 2
|-
| Power dissipated by switching net loads || 0.105 mW
|-
| Required time of the critical path || roughly 800 ps
|-
| Clk latency late pin || 240 ps
|-
| Post-layout minimum cycle time || 1150 ps
|-
| Count of hold-fix buffers inserted at cts || 0
|-
| Largest regs || cur_state x5
|-
| Number of distinct library cells after synthesis || 9
|-
| Power per Cell Area || 1710 nW/um^2
|-
| Total congestion overflow || 0
|-
| Number of global-route vias before repair || 126
|-
| Routed WL || between 300 and 400 um
|-
| Cell area after layout || 290 sq um
|-
| Setup crit end kind || output pin
|-
| CP startpoint kind || flip-flop
|-
| Logic gate share of total power || 0.069
|-
| Count of pins over their slew limit || 0
|-
| Starting density of the core || 0.0487
|-
| Final period utilization || 1.15
|-
| Type of the worst setup path || flip-flop to output pin
|-
| Ratio of cells with drive above 1 in the final layout || 0.333
|-
| Synthesized instance count || 12
|-
| Average wire per standard cell || roughly 5.7 um
|-
| Inst Count DP || about 62
|-
| # IOs || 4
|-
| Outcome || finished, violations left
|-
| Tool Warnings || 27
|-
| Placement Cell Area || 262 sq um
|-
| Tightest slew margin relative to the limit || 0.875
|-
| Number of endpoints with negative hold slack in the final report || 0
|-
| Number of vias in the routed layout || 118
|-
| Global-route wire length before repair || 579 um
|-
| Synth Seq Share || 0.759
|-
| Area delta synth->final || 74.4%
|-
| Register with the most flip-flops || cur_state
|-
| Sw frac || 0.211
|-
| Number of synthesized register bits || 5
|-
| Antenna violations before repair || 0
|-
| Post-synth area from yosys stat || 166 sq um
|-
| Max-cap violations || 0
|-
| Portion of total power attributed to sequential cells || 0.457
|-
| Worst-case vdd ir drop || 0.511 mV
|-
| Largest net degree at the start of global routing || 6
|-
| Cells taking the most area after synthesis || sky130_fd_sc_hd__dfrtp_1 60%, sky130_fd_sc_hd__dfstp_2 16%, sky130_fd_sc_hd__o31a_1 5.3%
|-
| Power share of the clock group || 0.474
|-
| Weighted congestion at the end of routability-driven global placement || 0.644
|-
| Setup total negative slack || -148 ps
|-
| Design internal power || 0.391 mW
|-
| Arrival time at the worst endpoint || around 950 ps
|-
| Number of buffers on the longest clock path || 2
|}
power by group through the flow:
| stage | Clock (mW) | Sequential, mW | Combinational [mW] |
|---|---|---|---|
| finish | 0.235 | 0.226 | 0.0343 |
| global route | 0.264 | 0.227 | 0.0397 |
| CTS | 0.245 | 0.226 | 0.0336 |
area by class of cell:
type	count	area (sq um)
Clock buffer	4	26.3
Fill cell	406	3130
Inverter	1	3.75
Multi-Input combinational cell	6	36.3
Sequential cell	5	126
Tap cell	46	57.6
Timing Repair Buffer	5	40.0
per-layer routing:
layer	part of all wire	vias to the layer above	GRT usage
met3	0.14	0	0.0159
li1	-	56	-
met4	0	0	0
met1	0.58	55	0.0174
met2	0.28	7	0.0112
met5	0	-	0
critical path: stages (launching register included):
cell                      delay (ps)
sky130_fd_sc_hd__dfrtp_1         370
sky130_fd_sc_hd__or2_1           220
sky130_fd_sc_hd__buf_2           110
cell usage in the layout (no fill, tap or decap):
cell,netlist,routed
sky130_fd_sc_hd__and2_1,1,1
sky130_fd_sc_hd__buf_2,0,1
sky130_fd_sc_hd__buf_4,0,2
sky130_fd_sc_hd__clkbuf_1,0,1
sky130_fd_sc_hd__clkbuf_4,0,3
sky130_fd_sc_hd__clkdlybuf4s50_1,0,2
sky130_fd_sc_hd__dfrtp_1,4,4
sky130_fd_sc_hd__dfstp_2,1,1
sky130_fd_sc_hd__inv_1,1,1
sky130_fd_sc_hd__nor2_1,1,1
sky130_fd_sc_hd__nor2b_1,1,1
sky130_fd_sc_hd__nor3_1,1,1
sky130_fd_sc_hd__o31a_1,1,1
sky130_fd_sc_hd__or2_1,1,1
synth_stat cells:
library cell	instances
sky130_fd_sc_hd__dfrtp_1	4
sky130_fd_sc_hd__and2_1	1
sky130_fd_sc_hd__dfstp_2	1
sky130_fd_sc_hd__inv_1	1
sky130_fd_sc_hd__nor2_1	1
sky130_fd_sc_hd__nor2b_1	1
sky130_fd_sc_hd__nor3_1	1
sky130_fd_sc_hd__o31a_1	1
sky130_fd_sc_hd__or2_1	1
how the worst max path moves through the flow:
stage	from	end	slack, ps	cells past startpoint
CTS	cur_state[4]	out	-170	2
global route	cur_state[1]	out	-200	2
finish	cur_state[1]	out	-150	2
kinds of logic after synthesis:
group / count (synthesis) / share of synthesized area
DFF: 5 / 0.759
AOI/OAI and AO/OA: 1 / 0.0526
buffers and inverters: 1 / 0.0225
and+or+nand+nor: 5 / 0.165
repair_timing:
item | CTS | global route
endpoints found under the setup margin | 1 | 1
setup buffers | 0 | 1
gates cloned | 0 | 0
pin swaps | 1 | 2
gates resized | 3 | 0
Power and IR drop assume default switching activity.
