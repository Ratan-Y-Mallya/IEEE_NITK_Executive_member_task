## ./design.v

```verilog
module overflow(input [7:0] a,b,output reg  [7:0] sum ,output reg overflow  );
wire sign_over;
assign sign_over = (a[7]^b[7]);
always@(*) begin
    sum=a+b;
    if(sign_over==0)begin
        if(a[7] == sum[7]) overflow=0;
        else overflow=1;
        end
end
endmodule
```

## ./run.sh

```bash
#!/bin/bash
# OpenROAD 26Q1-2900-gdf79404cd8, Yosys 0.63+post, stock flow scripts
make -C /OpenROAD-flow-scripts/flow DESIGN_CONFIG=/design/flow/config.mk WORK_HOME=/design/flow/orfs finish
```

## ./config.mk

```make
export PLATFORM = sky130hd
export DESIGN_NAME = overflow
export DESIGN_NICKNAME = overflow
export VERILOG_FILES = /design/flow/design.v
export SDC_FILE = /design/flow/constraint.sdc
export NUM_CORES = 4
export LEC_CHECK = 1
export CORE_AREA = 10 10 70 70
export DIE_AREA = 0 0 80 80
```

## ./constraint.sdc

```tcl
current_design overflow

set clk_period 7.8
set clk_io_pct 0.2

create_clock -name clk0 -period $clk_period

set non_clock_inputs [all_inputs -no_clocks]
set_input_delay [expr $clk_period * $clk_io_pct] -clock clk0 $non_clock_inputs
set_output_delay [expr $clk_period * $clk_io_pct] -clock clk0 [all_outputs]
```

==> results_dict.tcl <==
# collected from the flow reports
set metrics [dict create \
    status "complete, no violations" \
    ir_worst_vdd_uv 25.9 \
    layout_top_cell "clkdlybuf4s50_1" \
    yosys_warnings 1 \
    hold_class "input pin to output pin" \
    fin_tns_setup_ns 0 \
    busiest_layer "met2" \
    slew_viol_final 0 \
    drtIter0Drc 10 \
    met1_usage_pct 4.64 \
    ant_nets 0 \
    worstMarginPinSlew_ns 0.301 \
    ys_ff 1 \
    grt_pass1_vias 468 \
    fmax_mhz 191 \
    io_pins 25 \
    routed_wl_mm 1.28 \
    period_needed_ns 5.23 \
    num_antenna_cells 0 \
    p_per_area_mw_per_mm2 74.5 \
    cp_max_fo 3 \
    final_hold_viol_count 0 \
    yosysTopAreaCell "ha_1" \
    grt_setup_unrepaired "false" \
    syn-cell-area_um2 427 \
    untimed_endpoints 2 \
    holdBufCountCts 0 \
    setup_violations 0 \
    ys_area_um2 427 \
    die-area_mm2 0.00640 \
    required_ns 6.24 \
    portBuffers 25 \
    worst_setup_path_start_kind "input pin" \
    min_period_over_period_pct 67.1 \
    tool_warnings 32 \
    rows 21 \
    wl_per_cell_um 10.4 \
    drive_gt1_share_pct 5.19 \
    fp.dieH_um 80 \
    drt-pass1-iter-count 4 \
    final_cell_mix "clkdlybuf4s50_1 (25), ha_1 (7), inv_1 (5)" \
    grt_use_met2_pct 7.06 \
    vias_per_cell 3.83 \
    drc 0 \
    power.total_mw 0.0547 \
    yosysCellCount 52 \
    track_usage_pct 3.77 \
    syn2layout_area_growth_pct 72.1 \
    coreArea_mm2 0.00342 \
    p_leak_nw 0.294 \
    edf_count 0 \
    place_congestion 0.732 \
    grt_max_degree 10 \
    die_w_um 80 \
    antenna_found_initial 0 \
    grt-ovfl-total 0 \
    cap_viol_max_count 0 \
    grt_use_met3_pct 0.568 \
    critPathArrivalTime_ns 3.67 \
    dp_hpwl_mm 1.17 \
    slew-limit-headroom_pct 79.6 \
    floorplan.core_util_pct 12.5 \
    unclocked_regs 1 \
    area_leaders "ha_1 (21%), xnor2_1 (6.2%), a21oi_1 (4.7%), fa_1 (4.7%), o211a_1 (4.7%)" \
    vias 471 \
    postSynth.asyncResetShare_pct 0 \
    crit_type "input pin to output pin" \
    postSynthAreaPerCell_um2 8.20 \
    cts_setup_buffers 0 \
    grt_pass1_wl_mm 2.06 \
    ff_type "dlxtp_1" \
    critPathCaptureType "output pin" \
    synth_cell_types 31 \
    yosysTopAreaCellShare_pct 20.5 \
    cts_resized 0 \
    largest_reg_flops 1 \
    syn_inst 52 \
    holdPathStages 3 \
]
-- cell families after synthesis --
family,after synthesis,synth area share (%)
AOI/OAI and AO/OA,22,40.8
xor gates and xnor gates,4,8.21
adders and majority gates,8,25.2
buffers and inverters,5,4.40
latches,1,3.52
and+or+nand+nor,12,17.9
-- per-layer routing --
layer / vias to the layer above / share of wire (%)
met2: 12 / 50
met5: - / 0
met3: 0 / 4.2
met4: 0 / 0
li1: 249 / -
met1: 210 / 45
-- per-stage QoR --
stage                     hold WS [ns]  instances  area, µm²  util, %  setup slack [ns]
after detailed placement          4.19        123        734     21.5              2.58
after CTS                         4.19        123        734     21.5              2.54
final                             4.17        123        734     21.5              2.57
after global routing              4.20        123        734     21.5              2.44
after global placement            4.19        123        734     21.5              2.61
after floorplan                   3.19         52        427        -              3.68
-- cells in the mapped netlist, drive strengths merged (2+ instances only) --
cell    count
a21oi       4
o311ai      2
o211a       2
inv         5
ha          7
o211ai      2
xnor2       3
o21ai       4
a211oi      2
a21o        2
nor2        2
nor2b       3
-- cell type report --
cell class	count	area (µm²)
inverter	5	18.8
sequential	1	15.0
multi-input combinational	46	393
timing repair buffer	25	250
tap	46	57.6
fill	387	2680
-- path summary, 6_finish.rpt --
kind,startpoint,end,slack (ns)
worst min-delay path,b[0],sum[0],4.17
worst max-delay path,a[0],sum[6],2.57
-- where the power goes --
part / total [mW] / leakage, nW / internal [mW] / switching (mW)
Clock: 0 / 0 / 0 / 0
Combinational: 0.0537 / 0.286 / 0.0340 / 0.0196
Sequential: 0.00106 / 0.00794 / 0.000960 / 0.0000990
-- critical path: stages --
cell             delay (ns)
clkdlybuf4s50_1        0.42
ha_1                   0.24
inv_1                  0.08
fa_1                   0.25
nor2b_4                0.06
o31a_1                 0.25
o311ai_1               0.29
clkdlybuf4s50_1        0.53
Power is estimated from default activity; no workload was simulated.
